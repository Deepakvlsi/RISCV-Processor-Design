$ cat design/flow/design.v
module imem 
  (input [31:0]addr,                 
   output reg [31:0]instruction);    
  always @ (*) begin
    case (addr >> 2)
            0:  instruction = 32'h00500113;  
            1:  instruction = 32'h00C00193;  
            2:  instruction = 32'hFF718393;  
            3:  instruction = 32'h0023E233;  
            4:  instruction = 32'h0041F2B3;  
            5:  instruction = 32'h004282B3;  
            6:  instruction = 32'h02728863;  
            7:  instruction = 32'h0041A233;  
            8:  instruction = 32'h00020463;  
            9:  instruction = 32'h00000293;  
            10: instruction = 32'h0023A233;  
            11: instruction = 32'h005203B3;  
            12: instruction = 32'h402383B3;  
            13: instruction = 32'h0471AA23;  
            14: instruction = 32'h06002103;  
            15: instruction = 32'h005104B3;  
            16: instruction = 32'h008001EF;  
            17: instruction = 32'h00100113;  
            18: instruction = 32'h00910133;  
            19: instruction = 32'h0221A023;  
            20: instruction = 32'h00210063;  
            default: instruction = 32'h00000000;  
        endcase
    end
endmodule
$ cat design/flow/run.sh
#!/bin/bash
# OpenROAD 26Q1-2900-gdf79404cd8, Yosys 0.63+post, stock flow scripts
make -C /OpenROAD-flow-scripts/flow DESIGN_CONFIG=/design/flow/config.mk WORK_HOME=/design/flow/orfs finish
$ cat design/flow/config.mk
export PLATFORM = sky130hd
export DESIGN_NAME = imem
export DESIGN_NICKNAME = imem
export VERILOG_FILES = /design/flow/design.v
export SDC_FILE = /design/flow/constraint.sdc
export NUM_CORES = 4
export LEC_CHECK = 1
export CORE_AREA = 10 10 70 70
export DIE_AREA = 0 0 80 80
$ cat design/flow/constraint.sdc
current_design imem

set clk_period 3.1
set clk_io_pct 0.2

create_clock -name clk0 -period $clk_period

set non_clock_inputs [all_inputs -no_clocks]
set_input_delay [expr $clk_period * $clk_io_pct] -clock clk0 $non_clock_inputs
set_output_delay [expr $clk_period * $clk_io_pct] -clock clk0 [all_outputs]
==> impl_metrics.yaml <==
# physical design summary
drt:
  dr.pass1.iters: 4
  antenna_cells: 0
  vias_per_cell: 4.86
  antenna_left: 0
  drt_iter0_drc: 46
  post_drt_wl_per_cell_um: 14.3
  num_vias: 1294
  wl_um: 3810
  drc_errors: 0
finish:
  comb_area_um2: 910
  drive_above_1_share_pct: 33.2
  finalNonFillerCells: 266
  post-route-util_pct: 56.0
  syn_to_final_growth_pct: 116
  fillers: 323
  flops: 0
  flop_area_um2: 0
  lay_top_cells: "34 x buf_4, 24 x clkdlybuf4s50_1, 21 x dlygate4sd2_1"
  clkbuf_count: 0
  layout_top_cell: "buf_4"
  final_cell_area_um2: 1910
global_route:
  grt_first_pass_wirelength_um: 6020
  grt_pass1_vias: 1268
  antenna_found_initial: 0
  grt_overflow: 0
  grt.total_usage_pct: 10.9
  grt_max_degree: 27
min_path:
  worstHoldPathType: "in -> out"
  holdPathStages: 4
  hp-start: "addr[6]"
  min_to: "instruction[15]"
logic_synthesis:
  yosysWarnings: 1
  synth_top_area_share_pct: 9.87
  yosys_area_um2: 887
  synth_top_cell_by_area: "ha_1"
  ys_sh_adder_pct: 9.87
  seq_area_frac_synth_pct: 0
  ys_sh_xor_pct: 0
  synthTopLogicFamily: "simple AND/OR/NAND/NOR gates"
  yosys.area_share.simple_pct: 38.6
  synth_stat.cells: 139
  syn_area_um2: 887
  synthCells: 139
  yosys.area_share.aoi_pct: 29.6
  syn_area_per_cell_um2: 6.38
  synth.distinct_cells: 30
  synth.top_cells.by_area: "ha_1 9.9%, a21oi_1 7.3%, nor2_1 7.2%, buf_4 6.8%, mux2i_1 5.6%"
  mux_area_share_pct: 5.64
placement:
  dpl_worst_slack_ns: -0.240
  place_hpwl_um: 3040
  io_buffers: 60
  detailed_place.area_um2: 1700
  dp.cells: 258
  gp_congestion: 0.907
floorplan:
  die_h_um: 80
  fp_util_pct: 26.0
  rows: 21
  ios: 64
  die_w_um: 80
  core_area_um2: 3420
  die_area_um2: 6400
timing:
  finalSetupTns_ns: 0
  holdWs_ns: 1.78
  period_used_pct: 98.7
  finalMaxSlewViolations: 0
  fmax_mhz: 327
  setup_slack_ns: 0.0414
  setup_viol: 0
  rsz0062_at_grt: "yes"
  hold_viol_final: 0
  min_period_ns: 3.06
flow_run:
  warning_count: 42
  drv_cap: 0
power_and_ir_drop:
  power.leakage_nw: 0.949
  power_uw: 172
  power_density_nw_per_um2: 89.8
  max-vdd-ir-drop_mv: 0.0453
worst_setup_path:
  crit_type: "in -> out"
  critPathMaxFanout: 7
  cp.required_ns: 2.48
  cp-start-kind: "input port"
  endpoint_kind: "primary output"
  startpoint: "addr[11]"
  arrival_ns: 2.44
outcome:
  status: "completed"
synthesized netlist by cell type, types with 6 or more instances:
cell type	count
buf_4	8
o21ai_0	7
nor4_1	7
buf_2	7
nand2_1	6
nor2_1	17
a31oi_1	7
nand2b_1	6
a21oi_1	13
ha_1	7
nor3_1	6
cell type report:
type / count / area share (%)
repair buffers: 101 / 48.7
multi-input cells: 115 / 47.5
well taps: 46 / 3.01
inverters: 4 / 0.785
critical path, cell delays in order:
cell and delay (ns):
clkdlybuf4s50_1 0.40, nor4_1 0.23, and4_1 0.24, nand4_2 0.11, buf_6 0.17, buf_4 0.13
buf_4 0.12, buf_6 0.12, nor2_1 0.08, dlygate4sd2_1 0.21
where the power goes:
part | switching [mW] | internal, mW
clock network | 0 | 0
logic | 0.0812 | 0.0906
registers | 0 | 0
total | 0.0812 | 0.0906
worst max-delay path by stage:
stage / to
after CTS: instruction[17]
after global routing: instruction[13]
final: instruction[20]
routing by layer:
layer | GRT usage [%] | part of all wire, %
met1 | 14.1 | 45
met4 | 0 | 0
met5 | 0 | 0
met2 | 19.8 | 49
met3 | 1.36 | 6.4
repair_timing:
item                       CTS  global route
pin swaps                    3             5
gates resized               46            38
setup endpoints to repair   29            14
hold buffers                 0             0
setup buffers                4             6
cells by family after synthesis:
group | after synthesis
simple gates | 60
other cells | 1
compound gates | 41
buf+inv | 25
fa+ha+maj | 7
mux | 5
Power and IR drop assume default switching activity.
