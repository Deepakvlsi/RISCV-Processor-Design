==> design/flow/design.v <==
module imm_extend 
  ( input [31:7] imm,
   input [2:0] imm_src,
   output reg [31:0]extended_imm);
  always @(*) begin
    case (imm_src)
      3'b000 : extended_imm = {imm[31:12], 12'b0};                                        
      3'b001: extended_imm = {{12{imm[31]}}, imm[19:12], imm[20], imm[30:21], 1'b0};       
      3'b010: extended_imm = {{20{imm[31]}}, imm[31:25], imm[11:7]};                       
      3'b011: extended_imm = {{20{imm[31]}}, imm[7], imm[30:25], imm[11:8], 1'b0};           
      3'b100: extended_imm = {{20{imm[31]}}, imm[31:20]};                                  
      3'b101: extended_imm = {{27{imm[24]}}, imm[24:20]};                                  
      3'b110: extended_imm = {20'b0, imm[31:20]};                                         
            default: extended_imm = 32'b0;                                        
        endcase
    end
endmodule
==> design/flow/run.sh <==
#!/bin/bash
# OpenROAD 26Q1-2900-gdf79404cd8, Yosys 0.63+post, stock flow scripts
make -C /OpenROAD-flow-scripts/flow DESIGN_CONFIG=/design/flow/config.mk WORK_HOME=/design/flow/orfs finish
==> design/flow/config.mk <==
export PLATFORM = sky130hd
export DESIGN_NAME = imm_extend
export DESIGN_NICKNAME = imm_extend
export VERILOG_FILES = /design/flow/design.v
export SDC_FILE = /design/flow/constraint.sdc
export NUM_CORES = 4
export LEC_CHECK = 1
export CORE_AREA = 10 10 71 71
export DIE_AREA = 0 0 81 81
==> design/flow/constraint.sdc <==
current_design imm_extend

set clk_period 3.3
set clk_io_pct 0.2

create_clock -name clk0 -period $clk_period

set non_clock_inputs [all_inputs -no_clocks]
set_input_delay [expr $clk_period * $clk_io_pct] -clock clk0 $non_clock_inputs
set_output_delay [expr $clk_period * $clk_io_pct] -clock clk0 [all_outputs]
==> metrics.yaml <==
status: "complete, no violations"
yosysWarningCount: 1
worstSetupEndpointType: "output pin"
top_cells_by_area: "a21o_1 26%, mux2i_1 14%, a22o_1 6.9%"
cp-start-kind: "primary input"
vias_per_cell: 4.263
drive_gt1_frac: 0.08397
grt_max_degree: 12
min_period_ps: 3153
dr.first_iter.drc_count: 16
fp-utilization: 0.1405
gr-usage-all-layers: 0.07016
synth-cells-yosys: 73
rsz0062_at_grt: "false"
warnings: 32
synth-seq-area-share: 0
port_buffers: 60
setup_viol: 0
leakage_uw: 0.0005610
grt_pass1_wl_um: 3753
ff_count: 0
fin_crit_sh: 0.9553
dp.final_hpwl_um: 2141
overflow: 0
top_cells_by_count: "18 x a21o_1, 9 x nand2_1, 7 x mux2i_1"
maxCapViolations: 0
synth-area-yosys_um2: 510.5
antenna_cells: 0
holdBufCountCts: 0
logic_area_um2: 466.7
ys_types: 25
yosys.area.top_type: "a21o_1"
die_area_um2: 6561
nClkBuffers: 0
avgRoutedWirePerCell_um: 14.50
fmax_mhz: 317.2
via_count: 763
die_w_um: 81
worstPathMaxFanout: 8
vdd_drop_max_uv: 35.98
hold_path.class: "primary input to output pin"
drt-total-wl_um: 2596
setup_tns_ps: 0
post_dp_cell_area_um2: 1161
firstDrtPassIters: 4
ant_nets: 0
nFillCells: 386
synth_area_um2: 510.5
fp.dieH_um: 81
drc_errors: 0
avgSynthCellArea_um2: 6.993
rows: 22
antenna_found_initial: 0
netlist_instances: 73
grt_pass1_vias: 734
post-cts-setup-buffer-count: 0
yosys.area.top_type_share: 0.2647
relSlewSlack: 0.6862
crit_required_ps: 2640
worstPathArrival_ps: 2490
hold_viol_final: 0
stdcell_area_um2: 1169
regArea_um2: 0
io_pins: 60
areaGrowthSynthToFinish_pct: 128.9
synth_top_cell_by_count: "a21o_1"
critical_path_class: "primary input to output pin"
coreArea_um2: 3633
globalplace.congestion: 0.7381
p_per_area_nw_per_um2: 149.2
slew_violations: 0
max_slew.worst_pin.slew_ps: 468.9
==> what timing repair did <==
item | in CTS | in global routing
gates resized | 0 | 1
setup endpoints to repair | 0 | 10
hold endpoints to repair | 0 | 0
==> critical path, stage by stage <==
cell	delay [ps]
clkdlybuf4s50_1	480
buf_4	200
and3b_1	370
o21ai_0	120
o311ai_0	100
clkdlybuf4s50_1	560
==> final cells by class <==
type	instances	share of cell area
Timing Repair Buffer	65	0.5460
Tap cell	48	0.05139
Inverter	1	0.003212
Multi-Input combinational cell	65	0.3994
==> power breakdown <==
part	total [uW]	internal [uW]	switching, uW
sequential	0	0	0
clock	0	0	0
combinational	174	121	53.8
total	174	121	53.8
==> metrics by stage <==
step	total power, uW	cells	utilization	hold slack, ps	setup slack (ps)
after floorplan	54.29	73	-	1383	1256
final	174.3	179	0.3216	2269	147.5
after CTS	176.4	179	0.3196	2279	64.36
after global routing	190.0	179	0.3216	2288	60.38
after detailed placement	174.8	179	0.3196	2279	72.46
after global placement	173.9	179	0.3196	2274	72.95
==> cell usage in the layout (no fill, tap or decap), drive strengths merged, types with 2 or more instances in the layout <==
cell type and instances:
a21o 19, a21oi 6, a22o 4, and2b 2
buf 5, clkdlybuf4s50 60, mux2i 8, nand2 9
nand2b 3, nand3 2, nor2 2, o21ai 3
==> cells by family after synthesis <==
| family | synth area share |
|---|---|
| buffers and inverters | 0.1005 |
| muxes | 0.1642 |
| and+or+nand+nor | 0.2059 |
| AOI/OAI and AO/OA | 0.5294 |
==> worst paths after layout <==
kind / cells past startpoint / from / slack, ps / endpoint
setup / recovery: 6 / imm_src[1] / 150 / extended_imm[11]
hold / removal: 3 / imm[18] / 2270 / extended_imm[18]
==> routing by layer <==
| layer | vias up | global-route usage | wire [um] |
|---|---|---|---|
| met5 | - | 0 | 0 |
| met4 | 0 | 0 | 0 |
| met3 | 0 | 0.02004 | 237 |
| met2 | 25 | 0.1266 | 1251 |
| met1 | 351 | 0.08573 | 1107 |
| li1 | 387 | - | - |
Power figures rest on the tool's default switching activity, not on a simulated workload.
