===== flow/run.sh =====
#!/bin/bash
# OpenROAD 26Q1-2900-gdf79404cd8, Yosys 0.63+post, stock flow scripts
make -C /OpenROAD-flow-scripts/flow DESIGN_CONFIG=/design/flow/config.mk WORK_HOME=/design/flow/orfs finish

===== flow/config.mk =====
export PLATFORM = sky130hd
export DESIGN_NAME = ALU
export DESIGN_NICKNAME = ALU
export VERILOG_FILES = /design/flow/design.v
export SDC_FILE = /design/flow/constraint.sdc
export NUM_CORES = 4
export LEC_CHECK = 1
export CORE_UTILIZATION = 40

===== flow/constraint.sdc =====
current_design ALU

set clk_period 14.7
set clk_io_pct 0.2

create_clock -name clk0 -period $clk_period

set non_clock_inputs [all_inputs -no_clocks]
set_input_delay [expr $clk_period * $clk_io_pct] -clock clk0 $non_clock_inputs
set_output_delay [expr $clk_period * $clk_io_pct] -clock clk0 [all_outputs]

===== flow/design.v =====
module ALU (
  input signed [31:0] operand_1,
  input signed [31:0] operand_2,
  input [4:0] ALU_control,
  output reg signed [31:0] result,
  output zero,                            
  output neg,                            
  output less_than);                      
  always @ (*) begin
    case (ALU_control)
      5'b00000: result = operand_1 + operand_2;              
      5'b00010: result = operand_1 - operand_2;              
      5'b00100: result = operand_1 << operand_2[4:0];        
      5'b01000: result = (operand_1 < operand_2) ? 1 : 0;   
      5'b01100: result = ($unsigned(operand_1) < $unsigned(operand_2)) ? 1 : 0;       
      5'b10000: result = operand_1 ^ operand_2;            
      5'b10100: result = operand_1 >> operand_2[4:0];      
      5'b10110: result = operand_1 >>> operand_2[4:0];     
      5'b11000: result = operand_1 | operand_2;            
      5'b11100: result = operand_1 & operand_2;            
      5'b01010: result = operand_1 * operand_2;            
      default: result = 0;                                 
    endcase
  end
  assign zero = (result == 0);                            
  assign neg = (result < 0);                              
  assign less_than = ($unsigned(operand_1) < $unsigned(operand_2));      
endmodule

==> deck_impl_summary.md <==
Physical Implementation Snapshot

Outcome
  • Result of the run: finished clean

Die
  • Total core area: 63200 sq um
  • Floorplan row count: 92
  • Boundary Pins: 104
  • Init Core Util: 40.6%
  • Floorplan die height: 255 um
  • Die footprint: 65100 sq um
  • Die boundary width: 255 um

Placement
  • Number of buffers added on ports: 104
  • HPWL after detailed placement: 108000 um
  • Post-placement worst setup slack: -0.0255 ns
  • Final estimated routing congestion in global placement: 1.09
  • Post-detailed-placement cell area: 29000 sq um
  • Total placed cells including tap cells: 4270

Finish
  • Final non-filler cell total: 4276
  • Area delta synth->final: 14.6%
  • Tally of filler cells in the layout: 6385
  • Register area: 0 sq um
  • Flip-flops: 0
  • Share of final-layout standard cells stronger than drive strength 1: 13.6%
  • Post-route cell area: 29400 sq um
  • Logic area: 23100 sq um
  • Clock buffer count in the final layout: 0
  • Final core utilization: 46.5%

Clocking
  • Number of buffers added to fix hold violations after cts: 0

STA
  • Setup repair after global routing missed its margin: no
  • Final count of pins violating max slew: 0
  • Min Clock Period, post-route: 14.21 ns
  • Final setup violation count: 0
  • Hold violation count in the final report: 0
  • Maximum operating frequency: 0.0704 GHz
  • Final period util: 96.7%
  • Headroom to the max-slew limit: 31.8%
  • PnR worst setup slack: 0.486 ns
  • Transition time at the pin with the least slew margin: 1.02 ns
  • Worst hold slack: 7.11 ns
  • Sum of negative setup slack: 0 ns

GRT
  • Via count of the first global-routing pass: 25900
  • Number of antenna violations at the first check in global routing: 4
  • Global-route wire length before repair: 186000 um
  • Maximum number of pins on one net before global-route repair: 102
  • Overflow left after global routing: 0
  • Global routing usage summed across all routing layers: 42.7%

Routing
  • DRT antenna net count: 0
  • Residual DRC: 0
  • Count of routing violations after the opening detailed-route iteration: 2091
  • Via count normalized by instance count: 6.03
  • Pre-Repair DR Iteration Count: 5
  • Final WL: 130000 um
  • Vias after detailed routing: 25800
  • Routed wirelength normalized by instance count: 30.4 um

Worst setup path
  • Kind of end point of the critical path: output port
  • Worst setup SP type: primary input
  • Worst Path Class, Setup: primary input to output port
  • Most used cell, CP: sky130_fd_sc_hd__fa_1
  • Maximum single-stage delay on the critical path: 0.57 ns
  • Critical path's slowest cell: sky130_fd_sc_hd__fa_1
  • WP data arrival: 11.27 ns
  • Required time at the worst-slack endpoint: 11.76 ns
  • Maximum fanout along the worst path: 10

Synth
  • Area leader, netlist: sky130_fd_sc_hd__fa_1
  • Main area contributors: sky130_fd_sc_hd__fa_1 (32%), sky130_fd_sc_hd__ha_1 (12%), sky130_fd_sc_hd__nor2_1 (7.3%)
  • Synth Seq Share: 0%
  • Mean instance size in the synthesized netlist: 7.86 sq um
  • Cell count after synthesis: 3262
  • Top-area cell share: 32.0%
  • Area of the synthesized netlist per yosys stat: 25600 sq um
  • Synth Cell Area: 25600 sq um
  • Number of cells in the yosys synthesis report: 3262
  • Synth unique cells: 97
  • Ys Warns: 1

Worst hold path
  • Hold/Removal Path Class: primary input to output port
  • Hold Path Sink: zero
  • Worst Min Path Start: operand_2[3]
  • Worst hold stages: 9

Flow run
  • Count of tool warnings: 100
  • Number of max-cap violations: 0
==> worst max-delay path by stage <==
stage        startpoint          to  slack, ns
4_1_cts   operand_1[16]        zero      0.007
5_1_grt    operand_1[8]  result[31]       0.20
6_report   operand_1[8]  result[31]       0.49
==> critical path: cells and delay by family <==
family,cells,cell delay (ns)
AND/OR/NAND/NOR,4,0.55
adder cells (fa/ha/maj),9,4.24
AND-OR/OR-AND,7,1.56
buffers and inverters,9,1.93
==> cell families after synthesis <==
kind of cell,count (synthesis),share of synthesized area [%]
mux,134,7.52
fa+ha+maj,657,44.1
xor+xnor,82,2.80
compound gates,596,16.2
simple gates,1075,18.5
buf+inv,718,10.9
==> metal layers <==
metal / global-route usage, % / share of wire [%]
met3: 16.3 / 12
met1: 58.1 / 39
met5: 0.526 / 0.043
met4: 20.0 / 6.0
met2: 61.4 / 43
==> repair_timing <==
item | CTS | global route
setup endpoints to repair | 1 | 4
resized | 9 | 81
gates cloned | 0 | 0
pin swaps | 2 | 23
buffers inserted | 0 | 4
==> area by class of cell <==
cell class | instances | area share, %
Antenna cell | 2 | 0.0170
Inverter | 495 | 6.40
Multi-Input combinational cell | 2544 | 78.6
Tap cell | 846 | 3.60
Timing Repair Buffer | 389 | 11.4
==> cell usage after synthesis, drive strengths merged (29+ instances only) <==
master / number
mux2: 30
xnor2: 66
mux4: 44
o22ai: 33
clkbuf: 140
o21ai: 94
fa: 410
o211ai: 29
mux2i: 60
buf: 83
inv: 484
nor2: 497
a21oi: 145
a31oi: 31
nor3: 61
ha: 247
nand2: 285
a211oi: 41
nand3: 42
==> layout by cell type (no fill, tap or decap), types with 14 or more instances in the layout <==
cell type / count
sky130_fd_sc_hd__a211o_1: 18
sky130_fd_sc_hd__nand2_1: 285
sky130_fd_sc_hd__xnor2_1: 66
sky130_fd_sc_hd__o21ai_0: 88
sky130_fd_sc_hd__a21o_1: 18
sky130_fd_sc_hd__nor2_1: 486
sky130_fd_sc_hd__nor4_1: 17
sky130_fd_sc_hd__buf_4: 273
sky130_fd_sc_hd__and3_1: 14
sky130_fd_sc_hd__mux2_2: 29
sky130_fd_sc_hd__fa_1: 409
sky130_fd_sc_hd__a21oi_1: 141
sky130_fd_sc_hd__inv_1: 471
sky130_fd_sc_hd__nand2b_1: 27
sky130_fd_sc_hd__nor2b_1: 22
sky130_fd_sc_hd__nor3_1: 56
sky130_fd_sc_hd__clkdlybuf4s50_1: 83
sky130_fd_sc_hd__ha_1: 239
sky130_fd_sc_hd__o31ai_1: 17
sky130_fd_sc_hd__nand4_1: 19
sky130_fd_sc_hd__o22ai_1: 33
sky130_fd_sc_hd__nand3_1: 40
sky130_fd_sc_hd__a31oi_1: 28
sky130_fd_sc_hd__mux2i_1: 60
sky130_fd_sc_hd__xor2_1: 16
sky130_fd_sc_hd__mux4_2: 44
sky130_fd_sc_hd__o211ai_1: 28
sky130_fd_sc_hd__and2_1: 16
sky130_fd_sc_hd__a211oi_1: 40
